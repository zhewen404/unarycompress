File: flow/config.mk
export PLATFORM = sky130hd
export DESIGN_NAME = histogram_decompressor
export DESIGN_NICKNAME = histogram_decompressor
export VERILOG_FILES = /design/flow/design.v
export SDC_FILE = /design/flow/constraint.sdc
export NUM_CORES = 4
export LEC_CHECK = 1
export CORE_UTILIZATION = 40
File: flow/constraint.sdc
current_design histogram_decompressor

set clk_period 4.4
set clk_io_pct 0.2

create_clock -name clk0 -period $clk_period [get_ports {clk}]

set non_clock_inputs [all_inputs -no_clocks]
set_input_delay [expr $clk_period * $clk_io_pct] -clock clk0 $non_clock_inputs
set_output_delay [expr $clk_period * $clk_io_pct] -clock clk0 [all_outputs]
File: flow/design.v
module lfsr_generator #(
    parameter LFSR_WIDTH = 3
) (
    input clk,
    input rst_n,
    input enable,
    output [LFSR_WIDTH-1:0] lfsr_out
);
    reg [LFSR_WIDTH-1:0] lfsr_state;
    wire feedback;
    assign feedback = lfsr_state[2] ^ lfsr_state[1];
    always @(posedge clk or negedge rst_n) begin
        if (!rst_n) begin
            lfsr_state <= 3'b101;  
        end else if (enable) begin
            lfsr_state <= {lfsr_state[1:0], feedback};
        end
    end
    assign lfsr_out = lfsr_state;
endmodule
module histogram_decompressor #(
    parameter STREAM_LENGTH = 128,
    parameter COUNTER_WIDTH = $clog2(STREAM_LENGTH+1),
    parameter LFSR_WIDTH = 3
) (
    input clk,
    input rst_n,
    input start_decompress,
    input [COUNTER_WIDTH-1:0] count_00,
    input [COUNTER_WIDTH-1:0] count_01,
    input [COUNTER_WIDTH-1:0] count_10,
    input [COUNTER_WIDTH-1:0] count_11,
    output reg stream_a,
    output reg stream_b,
    output reg valid_out,
    output reg decompress_done
);
    wire [LFSR_WIDTH-1:0] lfsr_value;
    reg [COUNTER_WIDTH-1:0] work_count_00;
    reg [COUNTER_WIDTH-1:0] work_count_01;
    reg [COUNTER_WIDTH-1:0] work_count_10;
    reg [COUNTER_WIDTH-1:0] work_count_11;
    reg decompressing;
    reg [1:0] selected_bin;
    lfsr_generator #(
        .LFSR_WIDTH(LFSR_WIDTH)
    ) lfsr_inst (
        .clk(clk),
        .rst_n(rst_n),
        .enable(decompressing),
        .lfsr_out(lfsr_value)
    );
    always @(*) begin
        selected_bin = 2'b00;  
        case (lfsr_value[1:0])
            2'b00: begin
                if (work_count_00 > 0) selected_bin = 2'b00;
                else if (work_count_01 > 0) selected_bin = 2'b01;
                else if (work_count_10 > 0) selected_bin = 2'b10;
                else if (work_count_11 > 0) selected_bin = 2'b11;
            end
            2'b01: begin
                if (work_count_01 > 0) selected_bin = 2'b01;
                else if (work_count_10 > 0) selected_bin = 2'b10;
                else if (work_count_11 > 0) selected_bin = 2'b11;
                else if (work_count_00 > 0) selected_bin = 2'b00;
            end
            2'b10: begin
                if (work_count_10 > 0) selected_bin = 2'b10;
                else if (work_count_11 > 0) selected_bin = 2'b11;
                else if (work_count_00 > 0) selected_bin = 2'b00;
                else if (work_count_01 > 0) selected_bin = 2'b01;
            end
            2'b11: begin
                if (work_count_11 > 0) selected_bin = 2'b11;
                else if (work_count_00 > 0) selected_bin = 2'b00;
                else if (work_count_01 > 0) selected_bin = 2'b01;
                else if (work_count_10 > 0) selected_bin = 2'b10;
            end
        endcase
    end
    always @(posedge clk or negedge rst_n) begin
        if (!rst_n) begin
            work_count_00 <= 0;
            work_count_01 <= 0;
            work_count_10 <= 0;
            work_count_11 <= 0;
            stream_a <= 0;
            stream_b <= 0;
            valid_out <= 0;
            decompress_done <= 0;
            decompressing <= 0;
        end else begin
            if (start_decompress && !decompressing) begin
                work_count_00 <= count_00;
                work_count_01 <= count_01;
                work_count_10 <= count_10;
                work_count_11 <= count_11;
                decompress_done <= 0;
                decompressing <= 1;
                valid_out <= 0;
            end
            else if (decompressing && (work_count_00 > 0 || work_count_01 > 0 || work_count_10 > 0 || work_count_11 > 0)) begin
                case (selected_bin)
                    2'b00: begin
                        if (work_count_00 > 0) begin
                            {stream_a, stream_b} <= 2'b00;
                            valid_out <= 1;
                            work_count_00 <= work_count_00 - 1;
                        end else begin
                            valid_out <= 0;
                        end
                    end
                    2'b01: begin
                        if (work_count_01 > 0) begin
                            {stream_a, stream_b} <= 2'b01;
                            valid_out <= 1;
                            work_count_01 <= work_count_01 - 1;
                        end else begin
                            valid_out <= 0;
                        end
                    end
                    2'b10: begin
                        if (work_count_10 > 0) begin
                            {stream_a, stream_b} <= 2'b10;
                            valid_out <= 1;
                            work_count_10 <= work_count_10 - 1;
                        end else begin
                            valid_out <= 0;
                        end
                    end
                    2'b11: begin
                        if (work_count_11 > 0) begin
                            {stream_a, stream_b} <= 2'b11;
                            valid_out <= 1;
                            work_count_11 <= work_count_11 - 1;
                        end else begin
                            valid_out <= 0;
                        end
                    end
                endcase
                if (work_count_00 == 1 && selected_bin == 2'b00 && work_count_01 == 0 && work_count_10 == 0 && work_count_11 == 0) begin
                    decompressing <= 0;
                    decompress_done <= 1;
                end else if (work_count_01 == 1 && selected_bin == 2'b01 && work_count_00 == 0 && work_count_10 == 0 && work_count_11 == 0) begin
                    decompressing <= 0;
                    decompress_done <= 1;
                end else if (work_count_10 == 1 && selected_bin == 2'b10 && work_count_00 == 0 && work_count_01 == 0 && work_count_11 == 0) begin
                    decompressing <= 0;
                    decompress_done <= 1;
                end else if (work_count_11 == 1 && selected_bin == 2'b11 && work_count_00 == 0 && work_count_01 == 0 && work_count_10 == 0) begin
                    decompressing <= 0;
                    decompress_done <= 1;
                end
            end
            else if (decompressing) begin
                decompressing <= 0;
                decompress_done <= 1;
                valid_out <= 0;
            end
            else if (!decompressing) begin
                valid_out <= 0;
                if (!start_decompress) begin
                    decompress_done <= 0;
                end
            end
        end
    end
endmodule
File: flow/run.sh
#!/bin/bash
# OpenROAD 26Q1-2900-gdf79404cd8, Yosys 0.63+post, stock flow scripts
make -C /OpenROAD-flow-scripts/flow DESIGN_CONFIG=/design/flow/config.mk WORK_HOME=/design/flow/orfs finish
==> out/metrics.yaml <==
hold_buffers: 0
crit_chain: "inv_1 > ha_1 > nor3b_1 > nand2_1 > o22ai_1 > or3_1 > mux2i_1 > a221o_1"
die-width_um: 84.0
period_used_pct: 67.1
final.setup_skew_ns: 0.00715
vias: 2510
r2r_slack_ns: 1.45
rsz0062_at_grt: "no"
tightest_slew_ns: 0.858
die_h_um: 84.0
drive_above_1_share_pct: 8.43
grt_first_pass_wirelength_um: 11300
fmax_mhz: 339
startpoint_type: "register"
drtPass1Iterations: 52
async_flop_share_pct: 100
dp.cells: 413
synth-main-ff-cell: "dfrtp_1"
h-tree-depth: 2
routed_wl_um: 6410
slowest_stage: "or3_1"
cts_resized: 0
gp_congestion: 0.837
cts_buffers: 5
hold_path_class: "reg2reg"
setup_viol: 0
hold_viol: 0
fin_setup_tns_ns: 0
final_cells: 421
grt_pass1_vias: 2358
warnings: 33
clock_latency_ns: 0.29
slew_headroom_pct: 42.3
status: "finished, violations left"
avgViaCountPerCell: 5.96
drc: 18
routedWlPerCell_um: 15.2
worstRegToRegCells: 8
placed_cell_area_um2: 3130
crit_arrival_ns: 3.13
rows: 29
synth_seq_share_pct: 37.3
cts_tree: "done"
die_area_um2: 7050
yosys_warnings: 2
io-pin-count: 39
max_cap_viol_count: 0
synth-edff-count: 0
cts_root_buf: "clkbuf_8"
cts_setup_buffers: 0
syn_inst: 312
n_fill_cell: 594
r2r-start: "work_count_11[0]"
mostFrequentLayoutCell: "nor2_1"
cts.path.max_buffers: 2
fin_util_pct: 50.7
fin_area_um2: 3250
clkTransAtPathRegs_ns: 0.08
layout_top_cells: "nor2_1 (40), dfrtp_1 (38), clkdlybuf4s50_1 (37), a31oi_1 (29), nand2_1 (23)"
leakage_nw: 1.22
syn_avg_cell_area_um2: 8.61
port_buffers: 38
timing.rr.end: "decompress_done"
gr-total-overflow: 0
grt_max_degree: 41
layout_min_cycle_time_ns: 2.95
antenna_found_initial: 0
synth.ff_latch_count: 40
ys_types: 51
worstSetupPathType: "reg2reg"
ant_nets: 0
yosys_area_um2: 2690
cts_sinks: 40
worstPathRequired_ns: 4.58
maxSlewViolCount: 0
violations: "design-rule violations"
diodes: 0
grtUsageTotal_pct: 20.2
min_to: "stream_a"
worstHoldStart: "stream_a"
p_per_area_nw_per_um2: 602
min_path_cells: 2
fp_util_pct: 41.8
netlist_area_um2: 2690
drt-initial-drc-count: 153
hpwl_um: 4390
ir_drop_mv: 0.308
worst_setup_path_end_kind: "register"
syn_to_final_growth_pct: 21.0
core_area_um2: 6420
ys_cells: 312
cp_max_fo: 20
crit_path_max_incr_delay_ns: 0.58
## critical path: cells and delay by family, from the launching register on
kind	cells	cell delay [ns]
AND-OR/OR-AND	2	0.71
adder cells (fa/ha/maj)	1	0.17
buffers and inverters	1	0.10
flip-flops	1	0.43
multiplexers	1	0.21
AND/OR/NAND/NOR	3	1.22
## state kept, by name (all words and copies together), names as in the netlist
register,flops
work_count_11,8
work_count_00,8
valid_out,1
stream_b,1
lfsr_inst.lfsr_state,3
decompress_done,1
work_count_01,8
stream_a,1
decompressing,1
work_count_10,8
## power by group
part           switching [mW]  leakage (nW)  internal (mW)
clock network           0.136        0.0645          0.200
registers               0.202         0.460          0.545
logic                   0.494         0.699          0.381
## worst max path at each step
stage | from | slack [ns] | to | cells after the start
after CTS | work_count_11[0] | 1.47 | decompress_done | 8
after global routing | work_count_11[0] | 1.25 | decompress_done | 8
final | work_count_11[0] | 1.45 | decompress_done | 8
## through the flow
stage	hold slack (ns)	power (mW)	setup slack, ns
2_1_floorplan	0.422	1.37	1.95
3_3_place_gp	0.469	1.62	1.53
3_5_place_dp	0.469	1.63	1.47
4_1_cts	0.488	1.97	1.47
5_1_grt	0.523	2.15	1.25
6_report	0.487	1.96	1.45
## cell type report
cell class                      count  area, um^2  share of cell area [%]
Sequential cell                    40        1000                    30.8
Clock inverter                      1        30.0                   0.923
Tap cell                           77        96.3                    2.96
Inverter                           14        52.6                    1.62
Clock buffer                        7        96.3                    2.96
Multi-Input combinational cell    239        1560                    48.0
Timing Repair Buffer               43         413                    12.7
## cells in the mapped netlist, drive strengths merged, types with 6 or more instances
master | number | area [um^2]
inv | 14 | 52.6
nor2 | 40 | 150
nand3 | 12 | 60.1
nand2 | 23 | 86.3
or3 | 21 | 131
dfrtp | 38 | 951
nor3 | 7 | 40.0
o31ai | 17 | 128
clkbuf | 13 | 48.8
a31oi | 29 | 181
buf | 6 | 28.8
ha | 12 | 150
or4 | 20 | 150
o21ai | 10 | 50.0
## logic make-up after synthesis
group,after synthesis,synth area share [%]
adders and majority gates,12,5.59
and+or+nand+nor,148,31.4
DFF,40,37.3
muxes,2,0.791
xor gates and xnor gates,1,0.326
buffers and inverters,33,4.84
AOI/OAI and AO/OA,76,19.7
## layer usage
metal	track usage (%)	vias to the layer above	wire length, um
li1	-	1246	-
met1	31.5	1205	3190
met2	32.1	54	2920
met3	2.51	5	249
met4	1.88	0	46
met5	0	-	0
Power figures rest on the tool's default switching activity, not on a simulated workload.
