==> flow/design.v <==
module mux_8to1 #(
    parameter CHUNK_SIZE = 4,
    parameter INDEX_BITS = 3
)(
    input wire [INDEX_BITS-1:0] select,
    input wire [CHUNK_SIZE-1:0] data0, data1, data2, data3,
    input wire [CHUNK_SIZE-1:0] data4, data5, data6, data7,
    output reg [CHUNK_SIZE-1:0] data_output
);
    always @(*) begin
        case (select)
            3'd0: data_output = data0;
            3'd1: data_output = data1;
            3'd2: data_output = data2;
            3'd3: data_output = data3;
            3'd4: data_output = data4;
            3'd5: data_output = data5;
            3'd6: data_output = data6;
            3'd7: data_output = data7;
            default: data_output = {CHUNK_SIZE{1'b0}};
        endcase
    end
endmodule
module dict_decompressor #(
    parameter CHUNK_SIZE = 4,
    parameter CODEBOOK_SIZE = 8,
    parameter INDEX_BITS = $clog2(CODEBOOK_SIZE)
)(
    input wire clk,
    input wire rst_n,
    input wire [INDEX_BITS-1:0] compressed_index,
    input wire load,            
    input wire shift_enable,    
    output wire [CHUNK_SIZE-1:0] decompressed_chunk,  
    output wire serial_out,     
    output wire shift_done      
);
    wire [CHUNK_SIZE-1:0] cb0 = 4'b0000;  
    wire [CHUNK_SIZE-1:0] cb1 = 4'b0010;  
    wire [CHUNK_SIZE-1:0] cb2 = 4'b1001;  
    wire [CHUNK_SIZE-1:0] cb3 = 4'b1011;  
    wire [CHUNK_SIZE-1:0] cb4 = 4'b1111;  
    wire [CHUNK_SIZE-1:0] cb5 = 4'b1000;  
    wire [CHUNK_SIZE-1:0] cb6 = 4'b1100;  
    wire [CHUNK_SIZE-1:0] cb7 = 4'b0111;  
    mux_8to1 #(
        .CHUNK_SIZE(CHUNK_SIZE),
        .INDEX_BITS(INDEX_BITS)
    ) mux_inst (
        .select(compressed_index),
        .data0(cb0), .data1(cb1), .data2(cb2), .data3(cb3),
        .data4(cb4), .data5(cb5), .data6(cb6), .data7(cb7),
        .data_output(decompressed_chunk)
    );
    reg [CHUNK_SIZE-1:0] shift_reg;
    reg [$clog2(CHUNK_SIZE+1)-1:0] bit_count;
    always @(posedge clk or negedge rst_n) begin
        if (!rst_n) begin
            shift_reg <= {CHUNK_SIZE{1'b0}};
            bit_count <= 0;
        end else begin
            if (load) begin
                shift_reg <= decompressed_chunk;
                bit_count <= 0;
            end else if (shift_enable && bit_count < CHUNK_SIZE) begin
                shift_reg <= {shift_reg[CHUNK_SIZE-2:0], 1'b0};
                bit_count <= bit_count + 1;
            end
        end
    end
    assign serial_out = shift_reg[CHUNK_SIZE-1];   
    assign shift_done = (bit_count >= CHUNK_SIZE);  
endmodule
==> flow/run.sh <==
#!/bin/bash
# OpenROAD 26Q1-2900-gdf79404cd8, Yosys 0.63+post, stock flow scripts
make -C /OpenROAD-flow-scripts/flow DESIGN_CONFIG=/design/flow/config.mk WORK_HOME=/design/flow/orfs finish
==> flow/config.mk <==
export PLATFORM = sky130hd
export DESIGN_NAME = dict_decompressor
export DESIGN_NICKNAME = dict_decompressor
export VERILOG_FILES = /design/flow/design.v
export SDC_FILE = /design/flow/constraint.sdc
export NUM_CORES = 4
export LEC_CHECK = 1
export CORE_AREA = 10 10 70 70
export DIE_AREA = 0 0 80 80
==> flow/constraint.sdc <==
current_design dict_decompressor

set clk_period 2.4
set clk_io_pct 0.2

create_clock -name clk0 -period $clk_period [get_ports {clk}]

set non_clock_inputs [all_inputs -no_clocks]
set_input_delay [expr $clk_period * $clk_io_pct] -clock clk0 $non_clock_inputs
set_output_delay [expr $clk_period * $clk_io_pct] -clock clk0 [all_outputs]
==> reports/results.env <==
MAX_CAP_VIOL_COUNT=0
YOSYS-TOP-CELLS-COUNT='dfrtp_1, inv_1, nor2_1, xnor2_1'
GRT_SETUP_UNREPAIRED='false'
TIGHTEST_SLEW_NS=0.352
FP.DIEH_UM=80
LARGEST_REG_FLOPS=4
ANT_NETS=0
POSTSYNTH.ASYNCRESETSHARE_PCT=100
NETLIST.AREA_LEADER.SHARE_PCT=41.8
CLOCK_TREE.HTREE_LEVEL_COUNT=1
IRDROPWORSTVDD_mV=0.108
POST_ROUTE_DRC_VIOLATION_COUNT=0
MOST_INSTANTIATED_LIBRARY_CELL_AFTER_SYNTHESIS='dfrtp_1'
SYN_AREA_PER_CELL_SQ_UM=11.3
TOOL_WARNINGS=27
SYNTHESIS.INSTANCES=37
WORSTSETUPENDPOINTTYPE='output port'
GRT_PASS1_VIAS=318
SYNTHDOMINANTAREACELLTYPE='dfrtp_1'
COMB_POWER_SHARE_PCT=24.2
CTSLONGESTPATHBUFFERS=2
CLOCK_SINKS=7
SLEW_VIOL_FINAL=0
SEQ_POWER_SHARE_PCT=43.2
LAYOUT-DRIVE-GT1-SHARE_PCT=19.6
CP_SLOWEST_STAGE_DELAY_NS=0.53
GRT_FIRST_PASS_WIRELENGTH_MM=1.44
ANTENNA_FOUND_INITIAL=0
CRIT_BUF_INV=3
POWER.INTERNAL_uW=244
SYNTHDISTINCTLIBCELLS=21
NETSWITCHINGFRACTION_PCT=23.4
SWITCHINGPOWER_uW=74.9
ROUTE.VIAS.TOTAL=310
DIE_WIDTH_UM=80
REPORT.FINAL.HOLD_VIOL_COUNT=0
ROWS=21
CLOCKROOTBUFFER='clkbuf_4'
NETLIST_TOP_CELLS_AREA='dfrtp_1, mux2_4, xnor2_1'
TOTALNEGATIVESETUPSLACK_NS=0
POST-PLACE-WS_NS=0.0501
CTSHOLDBUFFERS=0
SYNTHTOLAYOUTAREAGROWTH_PCT=46.0
GRTUSAGEMET2_PCT=4.17
P_CLK_SHARE_PCT=32.6
FP.DIEAREA_SQ_UM=6400
NUM_IO_PINS=13
CLK_PIN_SLEW_WORST_PATHS_NS=0.05
CTS_TREE='built'
YS_CELLS=37
FILLERS=381
WORST_SLEW_MARGIN_REL_PCT=76.4
FINAL-SETUP-VIOL-COUNT=0
POWER.DENSITY_CELL_AREA_nW_PER_UM2=522
CP_MAX_FO=4
ENABLE_FLOP_CELLS=0
TOTALPOWERFINAL_uW=319
FLOORPLAN.CORE_AREA_SQ_UM=3420
DP.FINAL_HPWL_UM=722
TOTAL_LEAKAGE_POWER_uW=0.000248
FLOP_CELL='dfrtp_1'
ROUTE.FINAL.WIRE_LENGTH_UM=918
DRT_PRE_ANTENNA_ITERS=4
CLOCK.LATENCY.LATE_PIN_NS=0.25
GRT.BUSIEST_LAYER='met2'
TIMING.CRITICAL_PATH.SLOWEST_STAGE_CELL='clkdlybuf4s50_1'
WORSTPATHCELLLIST='clkdlybuf4s50_1 > inv_1 > a21boi_0 > clkdlybuf4s50_1'
FIN_CRIT_SH_PCT=98.2
WORST_ENDPOINT_REQUIRED_TIME_NS=1.92
WORST_PATH_CLASS_SETUP='input port to output port'
CELL_FAMILY_WITH_THE_LARGEST_SHARE_OF_CRITICAL_PATH_DELAY='buffers and inverters'
POST_CTS_RESIZE_COUNT=0
YOSYS_REGISTER_BITS=7
INITCOREUTIL_PCT=12.3
SYNTH_WARNINGS=2
MET3_GLOBAL_ROUTE_USAGE_PCT=2.73
GRT_MAX_DEGREE=10
IO_BUF_COUNT=12
CRITICAL_PATH.MOST_COMMON_CELL='clkdlybuf4s50_1'
WORST-ENDPOINT-ARRIVAL_NS=1.88
OUTCOME='completed'
PLACE_CONGESTION=0.718
FMAX_GHz=0.425
CTS_POST_SETUP_BUFFERS_INSERTED=0
AVGVIACOUNTPERCELL=3.16
MIN-DELAY-PATH-CLASS='input port to asynchronous set/reset pin'
GLOBALROUTETOTALUTIL_PCT=2.91
FINAL_CRITICAL_PATH_SETUP_SLACK_NS=0.0444
SYNTH.CELL_AREA_SQ_UM=419
CRIT_PATH_START_KIND='input port'
POSTSYNTHSEQSHARE_PCT=41.8
ROUTED_WIRE_LENGTH_PER_INSTANCE_UM=9.37
NUM_CTS_BUFFERS=3
GLOBAL_ROUTE.OVERFLOW_TOTAL=0
INITIALDRTVIOLATIONCOUNT=8
YS_AREA_SQ_UM=419
TIME_THE_FINAL_WORST_PATH_NEEDS_WITH_I_O_DELAYS_AND_SETUP_NS=2.36
MET1_USAGE_PCT=3.24
CLOCK-SKEW-FINAL_NS=0.00477
==> power groups by stage <==
stage         logic (uW)  clock network, uW  registers, uW
CTS                 79.4                109            138
global route        83.9                122            140
finish              77.3                104            138
==> metrics by stage <==
step                hold slack, ns  area, sq um  std cells  util [%]
floorplan                    0.184          419         37         -
global placement             0.520          583         93      17.1
detailed placement           0.535          583         93      17.1
CTS                          0.492          609         97      17.8
global route                 0.508          609         97      17.8
finish                       0.491          612         98      17.9
==> routing by layer <==
metal	vias up	wire length, um
met4	0	0
met3	0	126
met5	-	0
li1	152	-
met1	144	384
met2	14	407
==> cell families (layout without fill, tap and decap cells) <==
logic type	after synthesis	after routing	share of synthesized area, %
and+or+nand+nor	10	10	15.5
DFF	7	7	41.8
AOI/OAI and AO/OA	5	5	9.55
muxes	5	5	14.9
buffers and inverters	5	19	5.97
xor gates and xnor gates	3	3	6.27
adders and majority gates	2	2	5.97
other	0	1	0
==> path summary, 6_finish.rpt <==
kind	start	to	slack [ns]	cells past startpoint
min	rst_n	bit_count[2]$_DFFE_PN0P_	0.49	1
max reg2reg	bit_count[2]$_DFFE_PN0P_	shift_reg[2]$_DFFE_PN0P_	1.14	3
max in group asynchronous	rst_n	shift_reg[2]$_DFFE_PN0P_	1.66	1
min reg2reg	bit_count[1]$_DFFE_PN0P_	bit_count[1]$_DFFE_PN0P_	0.56	2
max	compressed_index[1]	decompressed_chunk[2]	0.04	4
min in group clk0	bit_count[1]$_DFFE_PN0P_	bit_count[1]$_DFFE_PN0P_	0.56	2
==> layout make-up <==
cell class              count  area [sq um]  area share (%)
multi-input cells          25           219            35.8
clock buffers               4          26.3            4.29
well taps                  46          57.6            9.41
repair buffers             12           120            19.6
inverters                   3          11.3            1.84
flip-flops and latches      7           175            28.6
diodes                      1          2.50           0.409
==> cell usage in the layout, fill, tap and decap left out, drive strengths merged, types with 2 or more instances in the layout <==
master / synthesis / layout
clkbuf: 1 / 4
dfrtp: 7 / 7
nand2b: 2 / 2
clkdlybuf4s50: 0 / 12
nor2b: 2 / 2
nor2: 3 / 3
ha: 2 / 2
xnor2: 3 / 3
inv: 3 / 3
mux2: 4 / 4
Power figures rest on the tool's default switching activity, not on a simulated workload.
