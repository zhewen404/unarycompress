$ cat flow/run.sh
#!/bin/bash
# OpenROAD 26Q1-2900-gdf79404cd8, Yosys 0.63+post, stock flow scripts
make -C /OpenROAD-flow-scripts/flow DESIGN_CONFIG=/design/flow/config.mk WORK_HOME=/design/flow/orfs finish
$ cat flow/config.mk
export PLATFORM = sky130hd
export DESIGN_NAME = dict_value_compressor_with_reg
export DESIGN_NICKNAME = dict_value_compressor_with_reg
export VERILOG_FILES = /design/flow/design.v
export SDC_FILE = /design/flow/constraint.sdc
export NUM_CORES = 4
export LEC_CHECK = 1
export CORE_UTILIZATION = 40
$ cat flow/constraint.sdc
current_design dict_value_compressor_with_reg

set clk_period 3.3
set clk_io_pct 0.2

create_clock -name clk0 -period $clk_period [get_ports {clk}]

set non_clock_inputs [all_inputs -no_clocks]
set_input_delay [expr $clk_period * $clk_io_pct] -clock clk0 $non_clock_inputs
set_output_delay [expr $clk_period * $clk_io_pct] -clock clk0 [all_outputs]
$ cat flow/design.v
module dict_value_compressor #(
    parameter CHUNK_SIZE = 4,
    parameter CODEBOOK_SIZE = 8,
    parameter INDEX_BITS = $clog2(CODEBOOK_SIZE)
)(
    input wire clk,
    input wire rst_n,
    input wire data_in,
    input wire data_valid,
    output reg [INDEX_BITS-1:0] compressed_index,
    output reg compressed_valid
);
    reg [CHUNK_SIZE-1:0] shift_reg;
    reg [$clog2(CHUNK_SIZE+1)-1:0] bit_count;
    always @(posedge clk or negedge rst_n) begin
        if (!rst_n) begin
            shift_reg <= {CHUNK_SIZE{1'b0}};
            bit_count <= 0;
            compressed_index <= 0;
            compressed_valid <= 1'b0;
        end else begin
            compressed_valid <= 1'b0;  
            if (data_valid) begin
                shift_reg <= {shift_reg[CHUNK_SIZE-2:0], data_in};
                if (bit_count == CHUNK_SIZE-1) begin
                    bit_count <= 0;
                    compressed_valid <= 1'b1;
                    case ({shift_reg[CHUNK_SIZE-2:0], data_in})
                        4'b0000: compressed_index <= 3'd0; 
                        4'b0001: compressed_index <= 3'd1; 
                        4'b0010: compressed_index <= 3'd1; 
                        4'b0011: compressed_index <= 3'd2; 
                        4'b0100: compressed_index <= 3'd5; 
                        4'b0101: compressed_index <= 3'd2; 
                        4'b0110: compressed_index <= 3'd6; 
                        4'b0111: compressed_index <= 3'd7; 
                        4'b1000: compressed_index <= 3'd5; 
                        4'b1001: compressed_index <= 3'd2; 
                        4'b1010: compressed_index <= 3'd2; 
                        4'b1011: compressed_index <= 3'd3; 
                        4'b1100: compressed_index <= 3'd6; 
                        4'b1101: compressed_index <= 3'd3; 
                        4'b1110: compressed_index <= 3'd3; 
                        4'b1111: compressed_index <= 3'd4; 
                        default: compressed_index <= 3'd0;
                    endcase
                end else begin
                    bit_count <= bit_count + 1;
                end
            end
        end
    end
endmodule
module dict_value_compressor_with_reg #(
    parameter CHUNK_SIZE = 4,
    parameter CODEBOOK_SIZE = 8,
    parameter INDEX_BITS = $clog2(CODEBOOK_SIZE),
    parameter NUM_CHUNKS = 32
)(
    input wire clk,
    input wire rst_n,
    input wire data_in,
    input wire data_valid,
    output wire [(NUM_CHUNKS * INDEX_BITS)-1:0] compressed_output,
    output reg compression_done
);
    wire [INDEX_BITS-1:0] compressed_index;
    wire compressed_valid;
    dict_value_compressor #(
        .CHUNK_SIZE(CHUNK_SIZE),
        .CODEBOOK_SIZE(CODEBOOK_SIZE)
    ) compressor_inst (
        .clk(clk),
        .rst_n(rst_n),
        .data_in(data_in),
        .data_valid(data_valid),
        .compressed_index(compressed_index),
        .compressed_valid(compressed_valid)
    );
    reg [INDEX_BITS-1:0] stored_indices [0:NUM_CHUNKS-1];
    reg [$clog2(NUM_CHUNKS+1)-1:0] chunk_counter;
    always @(posedge clk or negedge rst_n) begin
        if (!rst_n) begin
            chunk_counter <= 0;
            compression_done <= 1'b0;
        end else begin
            if (compressed_valid && chunk_counter < NUM_CHUNKS) begin
                stored_indices[chunk_counter] <= compressed_index;
                chunk_counter <= chunk_counter + 1;
                if (chunk_counter == NUM_CHUNKS - 1) begin
                    compression_done <= 1'b1;
                end
            end
        end
    end
    genvar i;
    generate
        for (i = 0; i < NUM_CHUNKS; i = i + 1) begin : gen_output
            assign compressed_output[(i+1)*INDEX_BITS-1 : i*INDEX_BITS] = stored_indices[i];
        end
    endgenerate
endmodule
==> run notes <==
The run finished with clean final reports. The synthesis report lists the most area-consuming cells as sky130_fd_sc_hd__edfxtp_1 (72%), sky130_fd_sc_hd__dfrtp_1 (11%), sky130_fd_sc_hd__ha_1 (3.7%). For the number of cells in the design after placement, the log shows 451.

Per the CTS log, the root buffer master is sky130_fd_sc_hd__clkbuf_8. sky130_fd_sc_hd__edfxtp_1 takes more of the synthesized area than any other cell. Floorplan die width: 102 um. The most used standard cell by instance count after synthesis is sky130_fd_sc_hd__edfxtp_1. The count of cells resized by post-cts repair was 0; the clock net sink count was 113.

The run gives 11 for the critical-path maximum fanout. The run gives 0.570 as the relative slew slack. The largest registers in the layout are stored_indices x96, chunk_counter x6. In the synthesized netlist, the number of instances is 218. The cts-stage hold buffer count came out at 0. The H-tree depth came out at 4. Per the detail_route report, vias per standard cell equal 4.66. The first detailed-routing pass ran for 6 iterations. The worst hold path belongs to the class input pin to async pin. The highest supply drop recorded on VDD is 0.377 mV. The share of flip-flops with an asynchronous set or reset after synthesis is 0.150.

The slew at the pin closest to its max-slew limit was 0.644 ns. TritonCTS built the clock tree. After floorplanning, the core was divided into 36 placement rows. Distinct cell type count of the synthesized netlist: 29. With the remaining antenna violation count at 0, the final standard cell count with taps included and fillers excluded is 483. The register with the most flip-flops in the layout has 96 of them. The arrival time reported for the critical path endpoint was 2.24 ns. From the final report, the count of setup violators was given as 0. The run gives 2,303 as the number of global-route vias before repair. The worst setup path is launched from an input pin. The final critical-path required period was 2.08 ns. The final timing report lists a max-slew violation count of 0. For the total wire length after detailed routing, the log shows 8020 um.

Per the OpenROAD floorplan log, the area of the core is 9730 sq um. Setup repair after global routing left no endpoint under its margin. Once detailed placement completed, the half-perimeter wirelength came to 5300 um. The worst setup path is of the input pin to flip-flop kind. The register with the most flip-flops was stored_indices. In the synthesized netlist the dominant register cell turns out to be sky130_fd_sc_hd__edfxtp_1. The synthesis log from Yosys contains 3 warnings. STA puts the critical path data required time at 3.45 ns.

From synthesis to final layout, the design area changed by 43.2%. For this design the ratio of total power to cell area is 695 nW/um^2. The largest net degree at the start of global routing is 30.

The logs give 5180 sq um for the cell area after placement and 10,400 sq um for the floorplan die area. The sequential area share after synthesis came out at 0.826. The first global-routing pass estimated 12,100 um of wire. The total routing resource utilization after global routing is 0.174. For reference, the clock transition at the flip-flops on the worst setup and hold paths is 0.05 ns. In this run the maximum-capacitance check reported violations numbering 0.

Yosys reports that the most numerous cell types are sky130_fd_sc_hd__edfxtp_1 (96), sky130_fd_sc_hd__dfrtp_1 (17), sky130_fd_sc_hd__and2_1 (16). The leakage power figure was 0.00209 uW; the part of the cycle the worst path needs was 0.631. The worst setup path is captured at a flip-flop. Counting endpoints that fail hold in the final report gives 0. The share of cells above drive strength 1 was 0.114; the design area was 5740 sq um. The count of boundary I/O pins was 101. Summing every instance area after synthesis gives 4010 sq um. For the chip area in the Yosys report, the log shows 4010 sq um. The run gives 113 for the flip-flop and latch count after synthesis. The die is 102 um tall. The run gives 100 for the count of buffers inserted at the top-level ports.

The run gives 218 for the cell total in the yosys stat output. The global route stage reports its total congestion overflow as 0. In this run, CTS created clock tree buffers numbering 17.

Antenna repair during routing inserted a diode count of 0. Averaged over all synthesized cells, the footprint is 18.4 sq um. At the later pin of the worst-skew pair, clock insertion delay measures 0.51 ns.

Looking at the post-CTS report, the setup buffer insertion count equals 0. The highest attainable clock frequency is 480 MHz. For the detailed-route via count, the log shows 2,253. TritonRoute reported its final design rule violation total as 0.

The initial cell density of the core was 0.412. The number of enable flip-flop cells is 96. Adding up every negative setup slack in the final design gives 0 ns.

The final weighted congestion recorded by global placement is 0.751. The fraction of post-synthesis cell area in the top cell type by area was 0.720. The number of antenna violations at the first check in global routing is 0, and the number of logged tool warnings is 33.

Once iteration 0 of detailed routing completed, the report listed 49 DRC markers. The run gives 0.0172 ns for the final worst clock skew. Dividing the detail-routed wire length by the instance count gives 16.6 um. CTS reports a maximum clock tree buffer depth of 2.
-- placed cells by master (no fill, tap or decap), types with 2 or more instances in the layout --
cell type | Yosys | routed
sky130_fd_sc_hd__and2_1 | 16 | 16
sky130_fd_sc_hd__dfrtp_1 | 17 | 17
sky130_fd_sc_hd__clkdlybuf4s50_1 | 0 | 100
sky130_fd_sc_hd__xor2_1 | 2 | 2
sky130_fd_sc_hd__and3_1 | 3 | 3
sky130_fd_sc_hd__buf_4 | 0 | 4
sky130_fd_sc_hd__nand2b_1 | 2 | 2
sky130_fd_sc_hd__edfxtp_1 | 96 | 96
sky130_fd_sc_hd__clkbuf_1 | 0 | 2
sky130_fd_sc_hd__bufinv_16 | 0 | 2
sky130_fd_sc_hd__clkinv_2 | 0 | 5
sky130_fd_sc_hd__ha_1 | 12 | 12
sky130_fd_sc_hd__a21oi_1 | 2 | 2
sky130_fd_sc_hd__mux2i_1 | 4 | 4
sky130_fd_sc_hd__xnor2_1 | 3 | 3
sky130_fd_sc_hd__inv_1 | 8 | 8
sky130_fd_sc_hd__clkinv_4 | 0 | 4
sky130_fd_sc_hd__mux2_2 | 3 | 3
sky130_fd_sc_hd__nor3_1 | 6 | 6
sky130_fd_sc_hd__o21ai_0 | 4 | 4
sky130_fd_sc_hd__nor2_1 | 15 | 15
sky130_fd_sc_hd__inv_6 | 0 | 2
sky130_fd_sc_hd__nand2_1 | 10 | 10
sky130_fd_sc_hd__clkbuf_16 | 0 | 16
-- per-stage QoR --
stage	util	total power [uW]	hold WS (ns)	worst slack (ns)
final	0.590	3980	0.471	1.22
after global routing	0.590	4180	0.475	1.04
after CTS	0.590	4040	0.450	1.21
after detailed placement	0.532	2360	0.482	0.668
after global placement	0.532	2350	0.469	0.699
after floorplan	-	2120	0.364	1.68
-- worst paths after layout --
path / to / startpoint / slack (ns) / cells after the start
min in group clk0: compressor_inst.bit_count[0]$_DFFE_PN0P_ / compressor_inst.bit_count[0]$_DFFE_PN0P_ / 0.49 / 1
max: stored_indices[3][2]$_DFFE_PP_ / rst_n / 1.22 / 4
max reg2reg: stored_indices[2][2]$_DFFE_PP_ / chunk_counter[0]$_DFFE_PN0P_ / 1.54 / 4
min reg2reg: compressor_inst.bit_count[0]$_DFFE_PN0P_ / compressor_inst.bit_count[0]$_DFFE_PN0P_ / 0.49 / 1
max in group asynchronous: chunk_counter[5]$_DFFE_PN0P_ / rst_n / 2.33 / 2
min: compressor_inst.shift_reg[2]$_DFFE_PN0P_ / rst_n / 0.47 / 1
-- final cells by class --
cell class              instances  area (sq um)
flip-flops and latches        113          3310
multi-input cells              93           641
clock inverters                13           138
repair buffers                104          1030
well taps                     133           166
inverters                       8          30.0
fillers                       736          3990
clock buffers                  19           422
-- routing by layer --
| layer | GRT usage | wire length, um | vias up |
|---|---|---|---|
| met2 | 0.271 | 4090 | 108 |
| met1 | 0.250 | 3170 | 1099 |
| met4 | 0.0264 | 72 | 0 |
| met5 | 0 | 0 | - |
| met3 | 0.0814 | 690 | 4 |
| li1 | - | - | 1042 |
-- power breakdown --
group	total [uW]	switching [uW]	internal [uW]	leakage, uW
clock	1670	596	1070	0.000280
combinational	419	293	126	0.000719
sequential	1900	121	1780	0.00109
total	3980	1010	2970	0.00209
-- kinds of logic after synthesis --
| kind of cell | Yosys count | share of synthesized area |
|---|---|---|
| xor+xnor | 5 | 0.0109 |
| simple gates | 59 | 0.0778 |
| fa+ha+maj | 12 | 0.0375 |
| flops | 113 | 0.826 |
| compound gates | 10 | 0.0153 |
| buf+inv | 12 | 0.0141 |
| mux | 7 | 0.0184 |
-- critical path, cell delays in order --
cell and delay (ns):
sky130_fd_sc_hd__clkdlybuf4s50_1 0.73, sky130_fd_sc_hd__and4bb_2 0.36, sky130_fd_sc_hd__nand2_1 0.10, sky130_fd_sc_hd__nor3_1 0.39
Power figures rest on the tool's default switching activity, not on a simulated workload.
